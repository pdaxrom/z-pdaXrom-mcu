==> design/flow/design.v <==
module gpio (
	input wire clk,
	input wire rst,
	input wire [2:0] AD,
	input wire [7:0] DI,
	output reg [7:0] DO,
	input wire rw,
	input wire cs,
	output wire irq,
	inout wire [27:0] gpio
);
	reg [27:0] gpio_dir;
	reg [27:0] gpio_out;
	assign gpio[0] = gpio_dir[0] ? gpio_out[0] : 1'bZ;
	assign gpio[1] = gpio_dir[1] ? gpio_out[1] : 1'bZ;
	assign gpio[2] = gpio_dir[2] ? gpio_out[2] : 1'bZ;
	assign gpio[3] = gpio_dir[3] ? gpio_out[3] : 1'bZ;
	assign gpio[4] = gpio_dir[4] ? gpio_out[4] : 1'bZ;
	assign gpio[5] = gpio_dir[5] ? gpio_out[5] : 1'bZ;
	assign gpio[6] = gpio_dir[6] ? gpio_out[6] : 1'bZ;
	assign gpio[7] = gpio_dir[7] ? gpio_out[7] : 1'bZ;
	assign gpio[8] = gpio_dir[8] ? gpio_out[8] : 1'bZ;
	assign gpio[9] = gpio_dir[9] ? gpio_out[9] : 1'bZ;
	assign gpio[10] = gpio_dir[10] ? gpio_out[10] : 1'bZ;
	assign gpio[11] = gpio_dir[11] ? gpio_out[11] : 1'bZ;
	assign gpio[12] = gpio_dir[12] ? gpio_out[12] : 1'bZ;
	assign gpio[13] = gpio_dir[13] ? gpio_out[13] : 1'bZ;
	assign gpio[14] = gpio_dir[14] ? gpio_out[14] : 1'bZ;
	assign gpio[15] = gpio_dir[15] ? gpio_out[15] : 1'bZ;
	assign gpio[16] = gpio_dir[16] ? gpio_out[16] : 1'bZ;
	assign gpio[17] = gpio_dir[17] ? gpio_out[17] : 1'bZ;
	assign gpio[18] = gpio_dir[18] ? gpio_out[18] : 1'bZ;
	assign gpio[19] = gpio_dir[19] ? gpio_out[19] : 1'bZ;
	assign gpio[20] = gpio_dir[20] ? gpio_out[20] : 1'bZ;
	assign gpio[21] = gpio_dir[21] ? gpio_out[21] : 1'bZ;
	assign gpio[22] = gpio_dir[22] ? gpio_out[22] : 1'bZ;
	assign gpio[23] = gpio_dir[23] ? gpio_out[23] : 1'bZ;
	assign gpio[24] = gpio_dir[24] ? gpio_out[24] : 1'bZ;
	assign gpio[25] = gpio_dir[25] ? gpio_out[25] : 1'bZ;
	assign gpio[26] = gpio_dir[26] ? gpio_out[26] : 1'bZ;
	assign gpio[27] = gpio_dir[27] ? gpio_out[27] : 1'bZ;
	always @ (posedge clk) begin
		if (rst) begin
			gpio_dir <= 0;
			gpio_out <= 0;
		end else begin
			if (cs) begin
				if (rw) begin
					case (AD[2:0])
					4'b000: DO <= { 4'b0, (gpio[27:24] & ~gpio_dir[27:24]) | gpio_out[27:24] };
					4'b001: DO <= (gpio[23:16] & ~gpio_dir[23:16]) | gpio_out[23:16];
					4'b010: DO <= (gpio[15:8]  & ~gpio_dir[15:8]) | gpio_out[15:8];
					4'b011: DO <= (gpio[7:0]   & ~gpio_dir[7:0] ) | gpio_out[7:0];
					4'b100: DO <= { 4'b0, gpio_dir[27:24] };
					4'b101: DO <= gpio_dir[23:16];
					4'b110: DO <= gpio_dir[15:8];
					4'b111: DO <= gpio_dir[7:0];
					endcase
				end else begin
					case (AD[2:0])
					4'b000: gpio_out[27:24] <= DI[3:0] & gpio_dir[27:24];
					4'b001: gpio_out[23:16] <= DI & gpio_dir[23:16];
					4'b010: gpio_out[15:8]  <= DI & gpio_dir[15:8];
					4'b011: gpio_out[7:0]   <= DI & gpio_dir[7:0];
					4'b100: gpio_dir[27:24]  <= DI[3:0];
					4'b101: gpio_dir[23:16]  <= DI;
					4'b110: gpio_dir[15:8]   <= DI;
					4'b111: gpio_dir[7:0]    <= DI;
					endcase
				end
			end
		end
	end
endmodule
==> design/flow/run.sh <==
#!/bin/bash
# OpenROAD 26Q1-2900-gdf79404cd8, Yosys 0.63+post, stock flow scripts
make -C /OpenROAD-flow-scripts/flow DESIGN_CONFIG=/design/flow/config.mk WORK_HOME=/design/flow/orfs finish
==> design/flow/config.mk <==
export PLATFORM = sky130hd
export DESIGN_NAME = gpio
export DESIGN_NICKNAME = gpio
export VERILOG_FILES = /design/flow/design.v
export SDC_FILE = /design/flow/constraint.sdc
export NUM_CORES = 4
export LEC_CHECK = 1
export CORE_UTILIZATION = 40
==> design/flow/constraint.sdc <==
current_design gpio

set clk_period 6.5
set clk_io_pct 0.2

create_clock -name clk0 -period $clk_period [get_ports {clk}]

set non_clock_inputs [all_inputs -no_clocks]
set_input_delay [expr $clk_period * $clk_io_pct] -clock clk0 $non_clock_inputs
set_output_delay [expr $clk_period * $clk_io_pct] -clock clk0 [all_outputs]
==> CHANGELOG.md <==
### Metrics

- Status: did not finish
- Failing step: clock tree synthesis (4_1_cts)
- Error msg: [error] [KeplerFormal.cpp:679] Workflow failed: Iso has multiple drivers: .gpio24, gpio[24]$_SDFFE_PP0P_.Q0
- Floorplan utilization: 42.2%
- CTS sink cnt: 64
- Post-Syn Instances: 326
- Post-synth regs: 64
- Dpl hpwl: 5180 um
- # Cells Yosys: 326
- Area reported by Yosys stat: 2930 sq um
- Netlist Area Pre-Place: 2930 sq um
- Total CTS buffers: 9
- CTS hold repair buffers: 0
- Post-CTS Setup Inserts: 0
- Maximum clock path buffer count: 2
- Die Height: 87.6 um
- Count of warnings emitted by yosys: 30
- Post-CTS Resized: 0
- Syn_area_per_cell: 8.99 sq um
- Cell accounting for the most synthesized area: dfxtp_1
- Async SR Flop Fraction: 0%
- Placer congestion estimate: 0.829
- EDFF count, synth: 8
- Clock root buffer: clkbuf_8
- Dominant cell area share: 38.2%
- Largest cells by area: dfxtp_1 (38%), edfxtp_1 (8.2%), a21oi_1 (7.2%), mux2i_1 (6.8%), nand3_1 (6.3%)
- CTS H-tree lvls: 3
- Most used flip-flop cell: dfxtp_1
- # rows: 30
- Die Wd: 87.6 um
- Placed cell count: 422
- Cell Type Count: 39
- # IOs: 52
- Count of input and output buffers: 22
- Sequential area share after synthesis: 46.4%
[metrics by stage]
step                      power, mW  hold WS, ns  util (%)  area [sq um]  worst slack (ns)
after detailed placement      0.507        0.451      45.1          3130              3.15
after global placement        0.506        0.450      45.1          3130              3.17
after floorplan               0.479        0.429         -          2930              4.04
[cells in the mapped netlist, types with 2 or more instances]
library cell,number
buf_4,3
clkbuf_1,13
dfxtp_1,56
or3_1,2
and2b_1,3
a22o_1,3
o21ai_0,15
nor3_4,2
mux2_2,6
a21oi_1,42
a22oi_1,8
inv_1,3
o221ai_1,3
mux2i_1,20
nand2_1,48
a21o_1,2
nand3_1,37
edfxtp_1,8
and2_1,2
buf_6,7
nor2b_1,3
nor2_1,21
buf_2,3
[cells by family after synthesis]
kind of cell           after synthesis  synth area share (%)
AND/OR/NAND/NOR                    126                  21.8
flip-flops                          64                  46.4
multiplexers                        27                  9.90
other                                1                 0.128
AND-OR/OR-AND                       79                  15.7
buffers and inverters               29                  6.02
No activity file was given, so power comes from the tool's default toggle rates.
