<file path="flow/config.mk">
export PLATFORM = sky130hd
export DESIGN_NAME = simpleio
export DESIGN_NICKNAME = simpleio
export VERILOG_FILES = /design/flow/design.v
export SDC_FILE = /design/flow/constraint.sdc
export NUM_CORES = 4
export LEC_CHECK = 1
export CORE_UTILIZATION = 30
</file>
<file path="flow/constraint.sdc">
current_design simpleio

set clk_period 3.3
set clk_io_pct 0.2

create_clock -name clk0 -period $clk_period [get_ports {clk}]
create_clock -name clk1 -period $clk_period [get_ports {clk_in}]

set non_clock_inputs [all_inputs -no_clocks]
set_input_delay [expr $clk_period * $clk_io_pct] -clock clk0 $non_clock_inputs
set_output_delay [expr $clk_period * $clk_io_pct] -clock clk0 [all_outputs]
</file>
<file path="flow/design.v">
module simpleio (
	input wire clk,
	input wire rst,
	input wire [3:0] AD,
	input wire [7:0] DI,
	output reg [7:0] DO,
	input wire rw,
	input wire cs,
	output wire irq,
	input wire clk_in,
	output reg [7:0] leds,
	output reg [7:0] led7hi,
	output reg [7:0] led7lo,
	output reg [2:0] rgb1,
	output reg [2:0] rgb2,
	input wire [3:0] switches,
	input wire [3:0] keys
);
	reg [23:0] timer_cnt;
	reg [23:0] timer_prescaler;
	reg [7:0] timer_mode;
	reg timer_eq_flag;
	assign irq = timer_mode[7] & timer_mode[6];
	always @ (posedge clk_in) begin
		if (rst) begin
			timer_cnt <= 0;
			timer_eq_flag <= 0;
		end else begin
			if (timer_mode[0]) begin
				if (timer_cnt == timer_prescaler) begin
					timer_eq_flag <= 1;
					timer_cnt <= 0;
				end else begin
					timer_cnt <= timer_cnt + 1'b1;
					if (timer_mode[7]) timer_eq_flag <= 0;
				end
			end
		end
	end
	always @ (posedge clk) begin
		if (rst) begin
			leds <= 8'b11111111;
			rgb1 <= 8'b111;
			rgb2 <= 8'b111;
			led7hi <= 0;
			led7lo <= 0;
			timer_mode <= 0;
			timer_prescaler <= 0;
		end else begin
			if (timer_eq_flag) timer_mode[7] <= 1;
			if (cs) begin
				if (rw) begin
					case (AD[3:0])
					4'b0000: DO <= ~leds;
					4'b0001: DO <= led7hi;
					4'b0010: DO <= led7lo;
					4'b0011: begin
						DO[6:4] <= ~rgb1;
						DO[2:0] <= ~rgb2;
						end
					4'b0100: DO <= {switches, ~keys};
					4'b1000: begin
						DO <= timer_mode;
						timer_mode[7] <= 0;
						end
					4'b1001: DO <= timer_mode[0]?timer_cnt[23:16]:timer_prescaler[23:16];
					4'b1010: DO <= timer_mode[0]?timer_cnt[15:8]:timer_prescaler[15:8];
					4'b1011: DO <= timer_mode[0]?timer_cnt[7:0]:timer_prescaler[7:0];
					endcase
				end else begin
					case (AD[3:0])
					4'b0000: leds <= ~DI;
					4'b0001: led7hi <= DI;
					4'b0010: led7lo <= DI;
					4'b0011: begin
						rgb1 <= ~DI[6:4];
						rgb2 <= ~DI[2:0];
						end
					4'b1000: timer_mode[6:0] <= DI[6:0];
					4'b1001: timer_prescaler[23:16] <= DI;
					4'b1010: timer_prescaler[15:8] <= DI;
					4'b1011: timer_prescaler[7:0] <= DI;
					endcase
				end
			end
		end
	end
endmodule
</file>
<file path="flow/run.sh">
#!/bin/bash
# OpenROAD 26Q1-2900-gdf79404cd8, Yosys 0.63+post, stock flow scripts
make -C /OpenROAD-flow-scripts/flow DESIGN_CONFIG=/design/flow/config.mk WORK_HOME=/design/flow/orfs finish
</file>
==> results_dict.tcl <==
# collected from the flow reports
set metrics [dict create \
    synth.most_common_cell "dfxtp_1" \
    switching_share 0.226 \
    setup_viol_count_final 0 \
    synth_area_leader_cell "dfxtp_1" \
    vias 4369 \
    top_area_frac 0.360 \
    worstSetupEndpointType "flip-flop" \
    clock_power_share 0.470 \
    slew_headroom 0.449 \
    wl_per_cell_um 18.4 \
    switchingPower_mw 0.589 \
    crit_fanout 8 \
    synth_warnings 1 \
    power.density_nw_per_um2 434 \
    warning_count 26 \
    synthDistinctLibCells 52 \
    clk_pin_slew_ns 0.06 \
    syn_avg_cell_area_um2 8.48 \
    grt_pass1_wl_um 23600 \
    grt_pass1_vias 4105 \
    start_kind "primary input" \
    place_ws_ns 0.487 \
    ys.flops 95 \
    drc 0 \
    r2r_start "timer_prescaler[4]" \
    maxSlewViolCount 0 \
    cts_resized 0 \
    worstSetupPathType "primary input to flip-flop" \
    fin_tns_setup_ns 0 \
    grt_max_degree 53 \
    utilization 0.379 \
    syn_to_final_growth_pct 23.9 \
    edf_count 8 \
    synth_cells 571 \
    ys_area_um2 4840 \
    worst_slack_ns 0.732 \
    io_buffer_count 62 \
    worstReg2RegEnd "timer_cnt[6]" \
    internal_power_mw 2.02 \
    ff_type "dfxtp_1" \
    diodes 0 \
    ios 64 \
    antenna_found_initial 0 \
    hold_buffers 0 \
    num_rows 46 \
    fp-utilization 0.306 \
    outcome "complete, no violations" \
    arrival_ns 2.76 \
    worst_pin_slew_ns 0.821 \
    chip_area_um2 16700 \
    crit_path_start "cs" \
    drt-total-wl_um 15400 \
    power_frac_seq 0.454 \
    drt_iter0_markers 333 \
    drv_cap 0 \
    required_ns 3.50 \
    cts_sinks 95 \
    synthArstFlopShare 0 \
    hold_ws_ns 0.480 \
    skew_ns 0.00602 \
    dp_hpwl_um 11300 \
    r2r_setup_slack_ns 1.15 \
    synth_seq_share 0.409 \
    cts_tree "built" \
    grt_overflow 0 \
    drive_above_1_share 0.0659 \
    pwr-share-comb 0.076 \
    via_per_inst 5.21 \
    crit_path_end "timer_mode[1]" \
    postCtsSetupBuffers 0 \
    chipWidth_um 129 \
    antenna_left 0 \
    synth.area.top_cells "dfxtp_1 (36%), mux2i_1 (7.0%), nor2_1 (5.9%), edfxtp_1 (5.0%), xor2_1 (4.9%)" \
    finalHoldViolCount 0 \
    ir_worst_vdd_mv 0.261 \
    fp.dieH_um 129 \
    rsz0062_at_grt "no" \
    leakage_nw 2.16 \
    synth.cell_area_um2 4840 \
    core_um2 15800 \
    place_congestion 0.955 \
    firstDrtPassIters 5 \
    grt_usage 0.194 \
    synth_stat.cells 571 \
    holdCritPathClass "flip-flop to flip-flop" \
    synthTopCellsByCount "dfxtp_1 (87), nor2_1 (76), nand2_1 (59)" \
    reg2regPathDepth 4 \
]
==> cell usage in the layout, fill, tap and decap left out, types with 4 or more instances in the layout <==
master | netlist | routed
dfxtp_1 | 87 | 87
nor2_1 | 76 | 76
clkdlybuf4s50_1 | 0 | 61
nand2_1 | 59 | 59
a21oi_1 | 47 | 47
nand3_1 | 38 | 38
mux2i_1 | 34 | 34
xor2_1 | 27 | 27
xnor2_1 | 21 | 21
buf_4 | 6 | 15
a211o_1 | 14 | 14
o21ai_0 | 12 | 12
clkbuf_16 | 0 | 12
nor3_1 | 11 | 11
edfxtp_1 | 8 | 8
inv_1 | 7 | 7
nor2b_1 | 7 | 7
a22oi_1 | 7 | 7
nand4_1 | 7 | 7
and3_1 | 6 | 6
a2bb2oi_1 | 4 | 4
nand2b_1 | 4 | 4
o22ai_1 | 4 | 4
nor4_1 | 4 | 4
==> area by class of cell <==
cell class                      count  area (µm²)
Clock buffer                       14         318
Clock inverter                      5        58.8
Fill cell                        1541        9830
Inverter                            7        26.3
Multi-Input combinational cell    424        2620
Sequential cell                    95        1980
Tap cell                          216         270
Timing Repair Buffer               77         728
==> power groups by stage <==
stage | clock [mW] | combinational, mW | sequential (mW)
4_1_cts | 1.24 | 0.196 | 1.18
6_report | 1.23 | 0.198 | 1.18
5_1_grt | 1.29 | 0.213 | 1.18
==> critical path: stages <==
cell             delay, ns
clkdlybuf4s50_1       0.55
nor2b_1               0.65
nand3_1               0.53
mux2i_1               0.31
nor2_1                0.06
==> per-layer routing <==
| layer | vias to the layer above | share of wire | GRT usage |
|---|---|---|---|
| met5 | - | 0 | 0 |
| met4 | 0 | 0.014 | 0.0242 |
| met3 | 18 | 0.073 | 0.0412 |
| met2 | 147 | 0.44 | 0.287 |
| met1 | 2107 | 0.47 | 0.304 |
| li1 | 2097 | - | - |
==> registers in the layout, indices dropped and copies added, names as in the netlist <==
name             cells
timer_cnt           24
led7hi               8
timer_eq_flag        1
rgb2                 3
DO                   8
timer_prescaler     24
timer_mode           8
rgb1                 3
led7lo               8
leds                 8
==> per-stage QoR <==
| stage | area, µm² | instances | power, mW |
|---|---|---|---|
| 2_1_floorplan | 4840 | 571 | 1.31 |
| 4_1_cts | 6000 | 838 | 2.62 |
| 3_5_place_dp | 5630 | 819 | 1.40 |
| 6_report | 6000 | 838 | 2.61 |
| 3_3_place_gp | 5630 | 819 | 1.40 |
| 5_1_grt | 6000 | 838 | 2.69 |
==> worst min path at each step <==
stage / start / endpoint / cells after the start
4_1_cts: timer_eq_flag / timer_mode[7] / 2
5_1_grt: timer_prescaler[14] / timer_prescaler[14] / 2
6_report: timer_eq_flag / timer_mode[7] / 2
==> cells by family (layout without fill, tap and decap cells) <==
kind of cell    count (synthesis)  count (layout)  share of synthesized area
mux                            37              37                     0.0795
fa+ha+maj                       1               1                    0.00258
flops                          95              95                      0.409
compound gates                114             114                      0.157
xor+xnor                       48              48                     0.0868
simple gates                  224             224                      0.214
buf+inv                        52             103                     0.0504
No activity file was given, so power comes from the tool's default toggle rates.
